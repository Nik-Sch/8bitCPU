==> flow/design.v <==
module pc(
  input wire i_clk,
  input wire i_reset,
  input wire[7:0] i_data,
  input wire i_loadData,
  input wire i_incr,
  input wire i_noe,
  output wire[7:0] o_addr
);
logic[7:0] r_addr;
transmitter inst_tx(
  .a(r_addr),
  .b(o_addr),
  .noe(i_noe)
);
always @(posedge i_clk) begin
  if (i_incr || i_loadData) begin
    r_addr = i_incr ? r_addr + 1 : i_data;
  end
  if (i_reset) begin
    r_addr = 0;
  end
end
endmodule
module transmitter(
  input logic[7:0] a,
  output logic[7:0] b,
  input logic noe
);
assign b = noe ? 8'bzzzz_zzzz : a;
endmodule
==> flow/run.sh <==
#!/bin/bash
# OpenROAD 26Q1-2900-gdf79404cd8, Yosys 0.63+post, stock flow scripts
make -C /OpenROAD-flow-scripts/flow DESIGN_CONFIG=/design/flow/config.mk WORK_HOME=/design/flow/orfs finish
==> flow/config.mk <==
export PLATFORM = sky130hd
export DESIGN_NAME = pc
export DESIGN_NICKNAME = pc
export VERILOG_FILES = /design/flow/design.v
export SDC_FILE = /design/flow/constraint.sdc
export NUM_CORES = 4
export LEC_CHECK = 1
export CORE_AREA = 10 10 70 70
export DIE_AREA = 0 0 80 80
==> flow/constraint.sdc <==
current_design pc

set clk_period 2.6
set clk_io_pct 0.2

create_clock -name clk0 -period $clk_period [get_ports {i_clk}]

set non_clock_inputs [all_inputs -no_clocks]
set_input_delay [expr $clk_period * $clk_io_pct] -clock clk0 $non_clock_inputs
set_output_delay [expr $clk_period * $clk_io_pct] -clock clk0 [all_outputs]
==> reports/qor.csv <==
stage,metric,value,unit
final_timing,Slew HR,72.2,%
global_route,vias in the first global route,457,
final_timing,Tcrit/Tclk final,70.6,%
die,Die H,80,µm
final_timing,Final min period,1.84,ns
min_path,Worst Hold Depth,2,
final_layout,max reg flops,8,
pwr,Pint,223,µW
die,I/O pin count,21,
routing,DR pass1 iterations,4,
min_path,min-delay worst type,reg2reg,
global_route,gr ovfl total,0,
cts,CTS Buf Count,3,
final_timing,"Setup violations, final",0,
final_timing,final hold vios,0,
job,# Max-Cap Violations,0,
setup_path,Max Fanout on Critical Path,13,
final_layout,fraction of layout cells with a size suffix above 1,11.4,%
yosys,most frequent cells after synthesis,"dfxtp_1, nand2_1, nor2_1",
routing,"antenna viol nets, final",0,
die,row cnt,21,
pwr,switching share of total power,23.9,%
yosys,ys async rst share,0,%
routing,drt wl/cell,11.3,µm
setup_path,Critical Path Stages,4,
die,core area,0.00342,mm²
cts,CTS tree,done,
routing,metal1 wirelength,562,µm
yosys,synthesized cell area,438,µm²
setup_path,startpoint types,primary input,
cts,CTS sink count,8,
job,tool warnings,26,
routing,DR iter-0 viols,58,
setup_path,crit path DAT,2.02,ns
setup_path,crit-path cells,clkdlybuf4s50_1 > nand4_1 > or3_1 > a31oi_1,
final_timing,RSZ-0062 raised after global routing,no,
outcome,status,"complete, no violations",
yosys,flip-flops with a built-in enable,0,
cts,post_cts resized,0,
global_route,global-route wire length before repair,2020,µm
cts,"Reg clk slew, reported paths",0.05,ns
routing,Post-Route WL,1310,µm
yosys,top_reg_cell synth,dfxtp_1,
routing,# DRC,0,
final_timing,hold_ws,0.546,ns
global_route,largest net degree at the start of global routing,14,
final_timing,slew of the pin with the lowest slew margin,0.416,ns
cts,Hold Buf Count CTS,0,
die,Die Wd,80,µm
yosys,Mapped Cells,50,
yosys,yosys stat area,438,µm²
yosys,total number of yosys warnings,2,
pwr,peak supply drop,0.000120,V
yosys,yosys cell count,50,
pwr,Comb pwr share,19.8,%
yosys,Area leader share,36.6,%
die,FP Core Util,12.8,%
final_timing,clk_skew,0.00214,ns
yosys,top cell type by total area after synthesis,dfxtp_1,
setup_path,Critical Path Sink Type,register,
setup_path,Crit path buffers/inverters,1,
placement,routability cong.,0.792,
cts,CTS Buffer Depth,2,
final_layout,final core utilization,20.4,%
yosys,ys flops,8,
setup_path,CP required,2.78,ns
yosys,Main area contributors,"dfxtp_1, a31oi_1, nor2b_1",
yosys,Cell Type Count,28,
routing,met2 wire length,581,µm
setup_path,slowest CP cell,clkdlybuf4s50_1,
cts,H-tree depth,1,
final_layout,post-synthesis to final-layout area growth,58.9,%
cts,Root Buffer,clkbuf_4,
placement,Cell Count Post-Placement,113,
routing,Met3 Wirelength,162,µm
routing,uppermost layer routed,met3,
pwr,pwr dens,421,mW/mm²
routing,Via density,3.79,
yosys,Synth Seq Share,36.6,%
final_timing,Max Slew Vio Count,0,
setup_path,r2r setup slk,1.22,ns
placement,Port Buf Inserts,19,
final_timing,Max Clock Freq,0.544,GHz
placement,post-DP HPWL,1080,µm
routing,Vias,440,
pwr,sequential share of power,48.3,%
die,die area,0.00640,mm²
global_route,initial antenna violation count,0,
pwr,Clk network pwr share,31.9,%
setup_path,R2R depth,4,
placement,Placed Area,673,µm²
pwr,Leak Pwr,0.000223,µW
global_route,Overall Global Routing Usage,4.09,%
final_layout,final instance area,696,µm²
yosys,mean post-synth cell area,8.76,µm²
routing,ANT cells,0,
setup_path,Setup CP Type,in2reg,
final_layout,final cell count without fillers,116,
cts,Insertion Delay late pin,0.25,ns
final_timing,setup TNS,0,ns
setup_path,Critical Path Max Stage Delay,0.72,ns
cts,post-CTS setup buffers,0,
setup_path,Top Family by Delay on Critical Path,buffers and inverters,
yosys,most numerous cell in the Yosys netlist,dfxtp_1,
pwr,Net Switching,70.0,µW
metal layers:
| layer | up-vias | GRT usage [%] |
|---|---|---|
| met5 | - | 0 |
| met4 | 0 | 0.176 |
| met3 | 0 | 2.95 |
| met2 | 13 | 6.58 |
| met1 | 189 | 4.50 |
| li1 | 238 | - |
final cells by class:
| cell class | instances | area, µm² |
|---|---|---|
| Tap cell | 46 | 57.6 |
| Timing Repair Buffer | 19 | 190 |
| Clock buffer | 3 | 22.5 |
| Multi-Input combinational cell | 40 | 265 |
| Sequential cell | 8 | 160 |
| Fill cell | 390 | 2720 |
power groups by stage:
stage	registers [µW]	logic, µW	clock network [µW]
6_report	141	57.9	93.4
4_1_cts	141	59.1	97.7
5_1_grt	144	63.9	104
cell usage in the layout (no fill, tap or decap), types with 2 or more instances in the layout:
cell | Yosys | layout
a311oi_1 | 2 | 2
a31oi_1 | 3 | 3
clkbuf_4 | 0 | 3
clkdlybuf4s50_1 | 0 | 19
dfxtp_1 | 8 | 8
nand2_1 | 4 | 4
nand3_1 | 3 | 3
nand4_1 | 2 | 2
nor2_1 | 4 | 4
nor2b_1 | 3 | 3
or3_1 | 2 | 2
worst register-to-register path, stage by stage (launching register included):
cell and delay, ns:
dfxtp_1 0.41, ha_1 0.20, nand4_1 0.17, or3_1 0.39
a31oi_1 0.15
through the flow:
stage               power [µW]  setup WS, ns
global route               311         0.619
floorplan                  164          1.33
global placement           202         0.549
finish                     293         0.763
CTS                        298         0.786
detailed placement         203         0.510
cell families after synthesis:
logic type / synth area share (%)
muxes: 4.86
AOI/OAI and AO/OA: 19.7
DFF: 36.6
buffers and inverters: 2.86
adders and majority gates: 2.86
and+or+nand+nor: 33.1
final timing paths:
kind                                   to       from
worst max-delay path            r_addr[6]     i_incr
worst min register to register  r_addr[4]  r_addr[4]
worst max register to register  r_addr[6]  r_addr[0]
worst min-delay path            r_addr[4]  r_addr[4]
Power is estimated from default activity; no workload was simulated.
