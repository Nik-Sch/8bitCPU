## design.v

```verilog
module alu(
  input wire i_clk,
  input wire i_reset,
  input wire[7:0] i_a,
  input wire[7:0] i_b,
  output wire[7:0] o_y,
  output wire o_negative,
  output wire o_nZero,
  input wire i_aluWr,
  input wire i_noe,
  input wire i_subShiftDir,
  input wire[1:0] i_aluOp
);
logic[7:0] s_b;
logic[7:0] s_y;
logic[7:0] r_y;
logic[7:0] s_shift1, s_shift2, s_a, s_shift3;
always @(posedge i_clk) begin
  if (i_aluWr) begin
    r_y <= s_y;
  end
  if (i_reset) begin  
    r_y <= 0;
  end
end
transmitter inst_tx(
  .a(r_y),
  .b(o_y),
  .noe(i_noe)
);
assign o_negative = r_y[7];
assign o_nZero = | r_y;
genvar i;
for (i = 0; i < 8; i++) begin
  assign s_b[i] = i_b[i] ^ i_subShiftDir;
end
always @* begin
  case (i_aluOp)
    2'b00: s_y <= i_a + s_b + i_subShiftDir;
    2'b01: s_y <= i_a & s_b;
    2'b10: s_y <= i_a ^ s_b;
    2'b11: begin
      s_a = i_subShiftDir ? {i_a[0], i_a[1], i_a[2], i_a[3], i_a[4], i_a[5], i_a[6], i_a[7]} : i_a;
      s_shift1 = i_b[0] ? s_a >> 1 : s_a;
      s_shift2 = i_b[1] ? s_shift1 >> 2 : s_shift1;
      s_shift3 = i_b[2] ? s_shift2 >> 4 : s_shift2;
      s_y <= i_subShiftDir ? {s_shift3[0], s_shift3[1], s_shift3[2], s_shift3[3], s_shift3[4], s_shift3[5], s_shift3[6], s_shift3[7]} : s_shift3;
    end
  endcase
end
endmodule
module transmitter(
  input logic[7:0] a,
  output logic[7:0] b,
  input logic noe
);
assign b = noe ? 8'bzzzz_zzzz : a;
endmodule
```

## run.sh

```bash
#!/bin/bash
# OpenROAD 26Q1-2900-gdf79404cd8, Yosys 0.63+post, stock flow scripts
make -C /OpenROAD-flow-scripts/flow DESIGN_CONFIG=/design/flow/config.mk WORK_HOME=/design/flow/orfs finish
```

## config.mk

```make
export PLATFORM = sky130hd
export DESIGN_NAME = alu
export DESIGN_NICKNAME = alu
export VERILOG_FILES = /design/flow/design.v
export SDC_FILE = /design/flow/constraint.sdc
export NUM_CORES = 4
export LEC_CHECK = 1
export CORE_AREA = 10 10 103 103
export DIE_AREA = 0 0 113 113
```

## constraint.sdc

```tcl
current_design alu

set clk_period 3.1
set clk_io_pct 0.2

create_clock -name clk0 -period $clk_period [get_ports {i_clk}]

set non_clock_inputs [all_inputs -no_clocks]
set_input_delay [expr $clk_period * $clk_io_pct] -clock clk0 $non_clock_inputs
set_output_delay [expr $clk_period * $clk_io_pct] -clock clk0 [all_outputs]
```

==> flow_metrics.env <==
# implementation run metrics
export IMPL_run_status="completed"
export IMPL_die_area_sq_mm=0.0128
export IMPL_io_pin_count=33
export IMPL_largest_reg_flops=8
export IMPL_slew_viol_final=0
export IMPL_ys_area_sq_mm=0.00156
export IMPL_fin_tns_setup_ns=0
export IMPL_top_cell_area_share_pct=10.3
export IMPL_hold_viol=0
export IMPL_ant_nets=0
export IMPL_wl_mm=4.99
export IMPL_rr_endpoint="r_y[7]$_SDFFE_PP0P_"
export IMPL_yosysWarnings=2
export IMPL_synth_area_sq_mm=0.00156
export IMPL_startpoint="i_subShiftDir"
export IMPL_fin_crit_sh_pct=89.5
export IMPL_finalPower_w=0.000553
export IMPL_max_slew_margin_rel_pct=74.1
export IMPL_openroad_warnings=28
export IMPL_place_inst=332
export IMPL_clk_pin_slew_ns=0.04
export IMPL_antenna_found_initial=0
export IMPL_path_cells="clkdlybuf4s50_1, buf_12, xor2_1, ha_1, nand2_1, o22ai_1, or3_1, a21boi_0, o32ai_1"
export IMPL_top_area_cell="dfxtp_1"
export IMPL_fmax_mhz=360
export IMPL_dp_hpwl_mm=4.11
export IMPL_async_flop_share_pct=0
export IMPL_grt_first_pass_wirelength_mm=8.12
export IMPL_area_growth_pct=31.2
export IMPL_drc_errors=0
export IMPL_clock_tree_root_cell="clkbuf_8"
export IMPL_top_cells_by_count="nand2_1, o21ai_0, ha_1, xor2_1"
export IMPL_min_to="r_y[5]$_SDFFE_PP0P_"
export IMPL_synthFlopType="dfxtp_1"
export IMPL_worstPathArrival_ns=2.87
export IMPL_hold_class="register to register"
export IMPL_grt_pass1_vias=1515
export IMPL_die_h_microns=113
export IMPL_vias=1648
export IMPL_path_class="input port to register"
export IMPL_n_antenna_cell=0
export IMPL_enable_flop_cells=0
export IMPL_fp_util_pct=18.8
export IMPL_portBuffers=31
export IMPL_holdBufCountCts=0
export IMPL_power_density_mw_per_mm2=270
export IMPL_top_regs="r_y: 8 flops"
export IMPL_path_max_fanout=20
export IMPL_dr_pass1_iters=4
export IMPL_syn_inst=202
export IMPL_instances_no_fill=335
export IMPL_hold_path_startpoint="r_y[5]$_SDFFE_PP0P_"
export IMPL_ff2ff_path_depth=5
export IMPL_critPathSlowestCell="clkdlybuf4s50_1"
export IMPL_ys_cells=202
export IMPL_top_cell="nand2_1"
export IMPL_cts_setup_buffers=0
export IMPL_row_count=33
export IMPL_numSynthFlops=8
export IMPL_grt_setup_unrepaired="no"
export IMPL_grtUsageTotal_pct=7.41
export IMPL_setup_viol=0
export IMPL_critPathLaunchType="input port"
export IMPL_cts_htree_levels=1
export IMPL_finalClockSkew_ns=0
export IMPL_maxCapViolCount=0
export IMPL_cts_resized=0
export IMPL_critPathMaxStageDelay_ns=0.53
export IMPL_wl_per_cell_microns=14.9
export IMPL_min_path_cells=2
export IMPL_drive_gt1_share_pct=12.6
export IMPL_dieWidth_microns=113
export IMPL_ys_seq_share_pct=10.3
export IMPL_grt_max_degree=21
export IMPL_numCtsBuffers=3
export IMPL_cts_sinks=8
export IMPL_core_area_sq_mm=0.00830
export IMPL_finish_utilization_pct=24.7
export IMPL_peakVddDrop_mv=0.105
export IMPL_drt_iter0_drc=170
export IMPL_synth_distinct_cells=55
export IMPL_nFillCells=908
export IMPL_cts_tree="yes"
export IMPL_min_period_ns=2.78
export IMPL_crit_required_ns=3.20
export IMPL_reg2reg_from="r_y[7]$_SDFFE_PP0P_"
export IMPL_worstSkewPairLatency_ns=0.22
export IMPL_place_congestion=0.980
export IMPL_synth_avg_cell_area_sq_um=7.73
export IMPL_clk_path_buf_depth=2
export IMPL_worstMarginPinSlew_ns=0.387
export IMPL_end_kind="register"
export IMPL_area_leaders="dfxtp_1, ha_1, xor2_1"
export IMPL_pre_cts_slack_ns=0.0930
export IMPL_p_leak_nw=0.778
export IMPL_vias_per_cell=4.92
export IMPL_regMostFlops="r_y"
export IMPL_worst_slack_ns=0.325
export IMPL_grt_overflow_total=0
export IMPL_reg2reg_slack_ns=1.86
metal layers:
metal / track usage, % / up-vias / share of wire (%)
met5: 0 / - / 0
met4: 0.592 / 0 / 0.74
met3: 1.76 / 6 / 9.8
met2: 10.3 / 73 / 40
met1: 11.6 / 732 / 50
li1: - / 837 / -
layout by cell type, fill, tap and decap left out, types with 7 or more instances in the layout:
cell	Yosys	layout
a21oi_1	8	8
buf_4	3	9
clkdlybuf4s50_1	0	31
dfxtp_1	8	8
ha_1	10	10
inv_1	9	9
mux2_2	7	7
mux2i_1	8	8
nand2_1	15	15
nand3_1	8	8
nor2_1	9	9
nor2b_1	7	7
o21ai_0	11	11
o22ai_1	7	7
xor2_1	10	10
through the flow:
stage / hold slack, ns / cell area (sq um)
after floorplan: 0.442 / 1560
after global placement: 0.491 / 2010
after detailed placement: 0.490 / 2010
after CTS: 0.496 / 2050
after global routing: 0.512 / 2050
final: 0.498 / 2050
worst max-delay path: cells and delay by family:
family	cells	cell delay, ns
buffers and inverters	2	0.72
AOI/OAI and AO/OA	3	0.46
and+or+nand+nor	2	0.45
adders and majority gates	1	0.33
xor gates and xnor gates	1	0.29
cells by family after synthesis:
group | count (synthesis) | synth area share [%]
AND-OR/OR-AND | 63 | 28.5
multiplexers | 19 | 16.2
flip-flops | 8 | 10.3
AND/OR/NAND/NOR | 66 | 22.6
buffers and inverters | 25 | 7.53
adder cells (fa/ha/maj) | 11 | 9.29
XOR/XNOR | 10 | 5.61
power breakdown:
group	internal [W]	switching, W
clock network	0.0000838	0.0000378
registers	0.000113	0.00000923
logic	0.000156	0.000153
cell type report:
class | instances | area (sq um) | area share [%]
inverter | 9 | 33.8 | 1.65
tap | 105 | 131 | 6.41
clock buffer | 3 | 41.3 | 2.02
timing repair buffer | 41 | 398 | 19.4
sequential | 8 | 160 | 7.82
multi-input combinational | 169 | 1280 | 62.7
how the worst max path moves through the flow:
stage	end	slack, ns	cells past startpoint
finish	r_y[5]$_SDFFE_PP0P_	0.32	9
global route	r_y[5]$_SDFFE_PP0P_	0.13	9
CTS	r_y[5]$_SDFFE_PP0P_	0.33	9
Power figures rest on the tool's default switching activity, not on a simulated workload.
