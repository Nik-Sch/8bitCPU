File: /design/flow/config.mk
export PLATFORM = sky130hd
export DESIGN_NAME = asyncRam
export DESIGN_NICKNAME = asyncRam
export VERILOG_FILES = /design/flow/design.v
export SDC_FILE = /design/flow/constraint.sdc
export NUM_CORES = 4
export LEC_CHECK = 1
export CORE_UTILIZATION = 30
File: /design/flow/constraint.sdc
current_design asyncRam

set clk_period 35.1
set clk_io_pct 0.2

create_clock -name clk0 -period $clk_period

set non_clock_inputs [all_inputs -no_clocks]
set_input_delay [expr $clk_period * $clk_io_pct] -clock clk0 $non_clock_inputs
set_output_delay [expr $clk_period * $clk_io_pct] -clock clk0 [all_outputs]
File: /design/flow/design.v
module asyncRam(
  input wire[7:0] i_address,
  input wire i_writeNEn,
  input wire[7:0] i_writeData,
  output wire[7:0] o_readData,
  input wire i_noe
);
logic [7:0] s_ram [255:0];
logic [7:0] s_readDataRam;
always @* begin
  if (!i_writeNEn) begin
    s_ram[i_address] <= i_writeData;
  end
  s_readDataRam <= s_ram[i_address];
end
transmitter inst_txRam(
  .a(s_readDataRam),
  .b(o_readData),
  .noe(i_noe)
);
endmodule
module transmitter(
  input logic[7:0] a,
  output logic[7:0] b,
  input logic noe
);
assign b = noe ? 8'bzzzz_zzzz : a;
endmodule
File: /design/flow/run.sh
#!/bin/bash
# OpenROAD 26Q1-2900-gdf79404cd8, Yosys 0.63+post, stock flow scripts
make -C /OpenROAD-flow-scripts/flow DESIGN_CONFIG=/design/flow/config.mk WORK_HOME=/design/flow/orfs finish
==> impl_metrics.ini <==
; yosys + openroad results
[yosys]
syn-cell-area_um2 = 46940
ys_area_um2 = 46940
syn_avg_cell_area_um2 = 10.22
numSynthFlops = 2048
synth_stat.cells = 4592
yosysWarningCount = 3
syn_inst = 4592
edf_count = 0
synth_cell_types = 64
ff_type = dlxtn_1
synthArstFlopShare = 0

[die]
rows = 144
core_region_area_um2 = 154800
die-height_um = 397.5
die-width_um = 397.5
chip_area_um2 = 158000
ios = 26
fp_util = 0.3033

[sta]
relSlewSlack = 0.01524
worstMarginPinSlew_ns = 1.476
setup_ws_ns = 14.81
rsz0062_at_grt = false
untimed_endpoints = 2048
tns_ns = 0
max_freq_ghz = 0.04928
fin_crit_ns = 20.29
setup_viol = 0
fin_crit_sh = 0.5781
maxSlewViolCount = 0
hold_viol_final = 0
unclocked_regs = 2048

[global_route]
grt_pass1_wl_um = 437000
antenna_found_initial = 89
grt_pass1_vias = 40580
grt_use_total = 0.4457
grt_overflow = 0
grt_max_degree = 85

[power_and_ir_drop]
p_sw_frac = 0.5030
power_uw = 395.0
internal-power_uw = 196.3
p_switching_uw = 198.7
p_leak_uw = 0.02196
vdd_drop_max_uv = 9.208
pwr_density_cell_nw_per_um2 = 7.642

[placement]
hpwlAfterDp_um = 247500
dp_cells = 6689
io_buffers = 25
dp_slack_ns = 15.50
gp_congestion = 1.156

[clock_network]
cts_resized = 0
post_cts_buffers = 0
cts_hold_buf = 0

[detailed_routing]
wl_per_cell_um = 50.76
ant_nets = 0
first_pass_iters = 9
drc = 0
vias = 45080
drtIter0Drc = 6114
wl_um = 344900
vias_per_cell = 6.634

[run_status]
status = finished clean

[critical_path]
end_kind = output port
start_kind = primary input
slowest_delay_ns = 1.08
crit_required_ns = 28.08
worst_path_max_delay_cell = nor4_1
worstPathMaxFanout = 46
cp_common_cell = buf_4
crit_path_start = i_address[1]
worstSetupPathType = primary input to output port
crit_arrival_ns = 13.27
crit_chain = buf_2, buf_4, and4b_2, buf_4, buf_4, a22oi_1, o22ai_1, nor4_1, nand2_1, nor4_1, nand4_1, mux2_1, clkdlybuf4s50_1

[finish]
layout.cells.most_common = dlxtn_1
flop_area_um2 = 30750
comb_area_um2 = 14990
final_cell_mix = dlxtn_1, a22oi_1, buf_4
largest_reg_flops = 2048
reg_top3 = s_ram: 2048 flops
nFillCells = 15500
drive_gt1_frac = 0.1010
max_flop_register = s_ram
fin_cells = 6795
syn_to_final_growth_pct = 10.12

[job]
maxCapViolCount = 0
tool_warnings = 34

[min_path]
hold_path_class = primary input to output port
min-delay-start = i_address[7]
synth_stat cells (7+ instances only):
cell type  number  area share
or4_1          26      0.0042
a2111oi_0      12      0.0022
nor3_1         23      0.0025
nand4bb_1       7      0.0017
nand2_1       232       0.019
buf_1          61      0.0049
a31oi_1         9      0.0012
o21ai_0        25      0.0027
nor4_1         70      0.0093
nand3_1       123       0.013
nor4bb_1       12      0.0026
o211ai_1       11      0.0018
buf_4          13      0.0021
nand4_1        95       0.013
clkbuf_1      168       0.013
o22a_1         10      0.0019
a32o_1          7      0.0015
a221o_1         8      0.0017
a22o_1         56       0.010
o22ai_1       170       0.023
a22oi_1       550       0.088
a222oi_1       78       0.017
and3_1         32      0.0043
and4b_1         8      0.0017
buf_2         102       0.011
or3_1          88       0.012
nand2b_1        8      0.0011
dlxtn_1      2048        0.65
a221oi_1       37      0.0069
a21oi_1        43      0.0046
a32oi_1       187       0.035
nor2_1        177       0.014
logic make-up (layout without fill, tap and decap cells):
group	after synthesis	in the layout	share of synthesized area
multiplexers	8	8	0.001893
buffers and inverters	355	408	0.03311
AND-OR/OR-AND	1229	1229	0.2016
adder cells (fa/ha/maj)	1	1	0.0002133
XOR/XNOR	3	3	0.0005599
other	0	106	0
AND/OR/NAND/NOR	948	948	0.1074
latches	2048	2048	0.6541
worst paths after layout:
kind | end | cells after the start
max | o_readData[3] | 13
min | o_readData[2] | 7
per-layer routing:
layer | share of wire | vias up | track usage
met3 | 0.17 | 1107 | 0.3011
met4 | 0.091 | 81 | 0.3161
met2 | 0.39 | 4055 | 0.5720
met1 | 0.35 | 22470 | 0.5199
met5 | 0.0064 | - | 0.07809
li1 | - | 17370 | -
through the flow:
step | utilization | hold WS (ns) | cell area (um2)
2_1_floorplan | - | 14.79 | 46940
3_3_place_gp | 0.3322 | 15.74 | 51420
3_5_place_dp | 0.3322 | 15.74 | 51420
4_1_cts | 0.3322 | 15.75 | 51420
5_1_grt | 0.3330 | 15.86 | 51540
6_report | 0.3340 | 15.81 | 51690
critical path, delay by kind of cell:
family                 cells  cell delay, ns
AND/OR/NAND/NOR            5            3.16
buffers and inverters      5            1.70
multiplexers               1            0.40
AND-OR/OR-AND              2            0.92
layout make-up:
class	instances	share of cell area
timing repair buffer	403	0.05999
sequential	2048	0.5949
tap	2044	0.04948
antenna	106	0.005132
multi-input combinational	2189	0.2901
inverter	5	0.0003631
